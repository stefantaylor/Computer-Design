===== ./config.mk =====
export PLATFORM = sky130hd
export DESIGN_NAME = dotaddr
export DESIGN_NICKNAME = dotaddr
export VERILOG_FILES = /design/flow/design.v
export SDC_FILE = /design/flow/constraint.sdc
export NUM_CORES = 4
export LEC_CHECK = 1
export CORE_UTILIZATION = 40

===== ./constraint.sdc =====
current_design dotaddr

set clk_period 1.0
set clk_io_pct 0.2

create_clock -name clk0 -period $clk_period [get_ports {CLK_108MHz}]

set non_clock_inputs [all_inputs -no_clocks]
set_input_delay [expr $clk_period * $clk_io_pct] -clock clk0 $non_clock_inputs
set_output_delay [expr $clk_period * $clk_io_pct] -clock clk0 [all_outputs]

===== ./design.v =====
`timescale 1ns / 1ps
module fulladder(
    input A,
    input B,
    input C,
 	 output outadd,
	 output outcarry
    );
	assign outadd = (A ^ B) ^ C;
	assign outcarry = (A&C) | (A&B) | (B&C);
endmodule
`timescale 1ns / 1ps
module bigadder(
	 input clock,
	 input reset,
    input [15:0] in1,
    input [7:0] in2,
    output [16:0] out
	 );
	 reg [7:0] sum;
	 reg [7:0] top;	 
	 reg carry;
	 wire [7:0] sumwire;
	 wire c1;
	 wire c2;
	 wire c3;
	 wire c4;
	 wire c5;
	 wire c6;
	 wire c7;
	 wire c8;
	 wire c9;
	 wire c10;
	 wire c11;
	 wire c12;
	 wire c13;
	 wire c14;
	 wire c15;
	 halfadder a_halfadder(.A(in1[0]),.B(in2[0]),.outadd(sumwire[0]),.outcarry(c1));
	 fulladder a_fulladder(.A(in1[1]),.B(in2[1]),.C(c1),.outadd(sumwire[1]),.outcarry(c2));
	 fulladder b_fulladder(.A(in1[2]),.B(in2[2]),.C(c2),.outadd(sumwire[2]),.outcarry(c3));
	 fulladder c_fulladder(.A(in1[3]),.B(in2[3]),.C(c3),.outadd(sumwire[3]),.outcarry(c4));
	 fulladder d_fulladder(.A(in1[4]),.B(in2[4]),.C(c4),.outadd(sumwire[4]),.outcarry(c5));
	 fulladder e_fulladder(.A(in1[5]),.B(in2[5]),.C(c5),.outadd(sumwire[5]),.outcarry(c6));
	 fulladder f_fulladder(.A(in1[6]),.B(in2[6]),.C(c6),.outadd(sumwire[6]),.outcarry(c7));
	 fulladder g_fulladder(.A(in1[7]),.B(in2[7]),.C(c7),.outadd(sumwire[7]),.outcarry(c8));
	 halfadder b_halfadder(.A(top[0]),.B(carry),.outadd(out[8]),.outcarry(c9));
	 halfadder c_halfadder(.A(top[1]),.B(c9),.outadd(out[9]),.outcarry(c10));
	 halfadder d_halfadder(.A(top[2]),.B(c10),.outadd(out[10]),.outcarry(c11));
	 halfadder e_halfadder(.A(top[3]),.B(c11),.outadd(out[11]),.outcarry(c12));
	 halfadder f_halfadder(.A(top[4]),.B(c12),.outadd(out[12]),.outcarry(c13));
	 halfadder g_halfadder(.A(top[5]),.B(c13),.outadd(out[13]),.outcarry(c14));
	 halfadder h_halfadder(.A(top[6]),.B(c14),.outadd(out[14]),.outcarry(c15));
	 halfadder i_halfadder(.A(top[7]),.B(c15),.outadd(out[15]),.outcarry(out[16]));
	 assign out[7:0] = sum;
	 always @(posedge clock or posedge reset)
	 begin
		if (reset)
			begin
				sum <= 0;
				top <= 0;
				carry <= 0;				
			end
		else 
			begin
				sum <= sumwire;
				top <= in1[15:8];
				carry <= c8;
			end
	 end
endmodule
`timescale 1ns / 1ps
module dotaddr(
input CLK_108MHz,
input reset,
input [10:0] hctr_in,
input [10:0] vctr_in,
input hsync_in,
input vsync_in,
input de_in,
input [7:0] max_rows,
input [7:0] max_columns,
output reg [2:0] hctr_out,
output reg [2:0] vctr_out,
output reg hsync_out,
output reg vsync_out,
output reg de_out,
output [15:0] address_out
);
reg [2:0] hctr_out1;
reg [2:0] vctr_out1;
reg hsync_out1;
reg vsync_out1;
reg de_out1;
always @( posedge CLK_108MHz or posedge reset)
begin
  if(reset)
  begin
    hsync_out <= 1'b0;
    vsync_out <= 1'b0;
    de_out    <= 1'b0;
    hsync_out1 <= 1'b0;
    vsync_out1 <= 1'b0;
    de_out1    <= 1'b0;
  end
  else
  begin
    hsync_out1 <= hsync_in;
    vsync_out1 <= vsync_in;
    de_out1    <= de_in;
    hsync_out <= hsync_out1;
    vsync_out <= vsync_out1;
    de_out    <= de_out1;
  end
end
always @ (posedge CLK_108MHz or posedge reset)
begin
	if(reset)
	begin
		hctr_out <= 3'b000;
		vctr_out <= 3'b000;
		hctr_out1 <= 3'b000;
		vctr_out1 <= 3'b000;
	end
	else
	begin
		hctr_out1 <= hctr_in[2:0];
		vctr_out1 <= vctr_in[2:0];
		hctr_out <= hctr_out1;
		vctr_out <= vctr_out1;
	end
end
simplemult u_mult(
.clock(CLK_108MHz),
.reset(reset),
.opa( vctr_in[10:3]),
.opb( max_columns ),
.opc( hctr_in[10:3]),
.result(address_out)
);
endmodule
`timescale 1ns / 1ps
module halfadder(
	input A,
   input B,
 	output outadd,
	output outcarry
    );
	assign outadd = A ^ B;
	assign outcarry = A & B;
endmodule
`timescale 1ps / 1ps
module simplemult (
input clock,
input reset,
input [7:0] opa,
input [7:0] opb,
input [7:0] opc,
output reg [16:0] result
);
wire [16:0] addition;
bigadder a_bigadder(.clock(clock), .reset(reset), .in1(opa * opb ),.in2(opc),.out(addition));
always @(posedge clock or posedge reset)
begin
	if(reset)
	begin
		result <= 0;
	end
	else
	begin
		result <= addition;
	end
end
endmodule

===== ./run.sh =====
#!/bin/bash
# OpenROAD 26Q1-2900-gdf79404cd8, Yosys 0.63+post, stock flow scripts
make -C /OpenROAD-flow-scripts/flow DESIGN_CONFIG=/design/flow/config.mk WORK_HOME=/design/flow/orfs finish

==> results_slide.txt <==
Implementation Results

Final timing
  • Peak Freq: ~270 MHz
  • Final Hold Viols: 0
  • Worst hold margin: 0.197 ns
  • Setup Viol. Count Final: 8
  • Setup Skew: 0.00277 ns
  • Final max-slew violation count: 0
  • Unrepaired setup endpoints after global routing: yes
  • Final worst setup slack: -2.75 ns
  • Min cycle time layout: 3.75 ns
  • Fin crit share: 3.75
  • Setup TNS: -13.82 ns

Worst setup path
  • Reg-to-Reg End: u_mult.result[1]$_DFF_PP0_
  • Crit path cell chain: buf_8 -> and2_4 -> ha_4 -> inv_2 -> fa_1 -> inv_2 -> ha_4 -> fa_1 -> fa_1 -> inv_2 -> fa_2 -> fa_2 -> fa_2 -> inv_2 -> fa_1
  • Setup crit end kind: flop
  • Crit path DAT: 3.90 ns
  • Crit start category: input pin
  • Worst-path fanout max: 4
  • R2r worst-path depth: 0
  • Critical Path Slowest Stage Cell: fa_1
  • CP required: 1.15 ns
  • Reg-to-reg slack, setup: 0.52 ns
  • Setup CP Type: in2reg
  • R2R Path Start: u_mult.a_bigadder.sum[1]$_DFF_PP0_
  • Largest stage delay, worst path: 0.54 ns

Hold path
  • Hold EP: u_mult.a_bigadder.sum[0]$_DFF_PP0_
  • Hold path start: hctr_in[3]
  • Hold WC Path Type: in2reg
  • Hold Crit Depth: 2

Clocking
  • Max clock buf depth: 2
  • TritonCTS clock tree: done
  • Num CTS Buffers: 5
  • CTS H-tree depth: 2
  • Insertion Delay late pin: 0.27 ns
  • CTS clk-pin slew, worst paths: roughly 0.060 ns
  • Root buf cell: clkbuf_8
  • Clock Sinks: 36

Drt
  • Drt pass-1 iters: 2
  • Routed Wire Length: 3.50 mm
  • Drc violations: 0
  • Initial DRC Count: 17
  • Post-route ant nets: 0
  • WL/cell: 11.3 um
  • Via count: 1292
  • Vias/cell: 4.17
  • # diodes: 0

Status
  • Status: complete, but fails checks
  • Failing checks: setup timing

GRT
  • GR Overflow Total: 0
  • First-pass GRT wire length: around 6.0 mm
  • Initial antenna violation count: 0
  • Via count of the first global-routing pass: 1274
  • Pin count of the biggest net entering global routing: 37
  • Total track usage: 0.156

Placement
  • Pre-CTS setup slack: -3.60 ns
  • Port Buffers: roughly 52
  • DP Area: 2880 um2
  • GP Congestion: between 0.8 and 0.9
  • Post-DP HPWL: 2.87 mm
  • Placed Cells: around 300

Die
  • Die Area: 5350 um2
  • Initial Util: 0.423
  • Placeable Area: 4790 um2
  • Core Rows: 25
  • Die Wd: between 70 and 80 um
  • Ports: 68
  • Vertical die size: 73.1 um

Logic synthesis
  • Post-Syn Area per Cell: between 10 and 15 um2
  • EDFF count, synth: 0
  • Adder-Cell Fraction of Synth Area: 0.293
  • Area fraction in mux cells: 0
  • Ao+oa area frac: 0.0124
  • Ys async rst share: 1.00
  • Synth Cell Area: between 2000 and 2500 um2
  • Post-synth cell types: 16
  • Xor/xnor share: 0.0779
  • Area share, top type: 0.445
  • Yosys chip area: 2020 um2
  • Dominant kind of combinational cell: adder cells
  • Synth Area in Simple Gates: 0.0939
  • Ranking of synthesized cells by area: dfrtp_1 (44%), fa_1 (19%), ha_1 (11%), inv_1 (5.0%), and2_1 (4.6%)
  • Top cells by count, synth: dfrtp_1 (36), inv_1 (27), fa_1 (19)
  • Yosys top cell by area: dfrtp_1
  • Ys cells: 161
  • Yosys warning total: 5
  • Main synth FF type: dfrtp_1
  • Seq share, synth: 0.445
  • Most common cell in the netlist: dfrtp_1
  • Post-Syn Instances: 161
  • Registers, synthesis: 36

Layout
  • Design Area, Final: approximately 3000 um2
  • Share of cells above drive strength 1: 0.436
  • Area delta synth->final: 49.6%
  • Layout Cells excl Fill: just over 300

Flow run
  • Max-Cap Viols: 0
  • Tool warnings: 36

Power
  • Worst IR drop on VDD: 0.00128 V
  • PD cells: 1640 nW/um2
  • Leak: 1.45 nW
==> power breakdown <==
| group | switching, mW | total (mW) | internal [mW] | leakage [nW] |
|---|---|---|---|---|
| Clock | 0.452 | 1.19 | 0.739 | 0.0552 |
| Combinational | 0.805 | 1.90 | 1.10 | 0.976 |
| Sequential | 0.0743 | 1.88 | 1.81 | 0.420 |
| Total | 1.33 | 4.97 | 3.64 | 1.45 |
==> registers in the layout (all words and copies together) (netlist names), 3 cells and up <==
register	cells
vctr_out1	3
hctr_out	3
u_mult.result	9
hctr_out1	3
vctr_out	3
u_mult.a_bigadder.sum	8
==> metrics by stage <==
stage / power (mW) / util
floorplan: 3.00 / -
global placement: 3.76 / 0.602
detailed placement: 3.78 / 0.602
CTS: 5.02 / 0.629
global route: 5.43 / 0.633
finish: 4.97 / 0.633
==> cell families (layout without fill, tap and decap cells) <==
family          count (synthesis)  count (layout)
xor+xnor                       14              14
flops                          36              36
compound gates                  4               4
simple gates                   36              36
buf+inv                        34             110
fa+ha+maj                      36              36
other cells                     1               7
==> worst max-delay path: cells and delay by family <==
family / cells / cell delay (ns)
and+or+nand+nor: 1 / 0.14
adders and majority gates: 9 / 3.30
buffers and inverters: 5 / 0.25
==> layer usage <==
metal,wire [um],up-vias,GRT usage,part of all wire
li1,-,630,-,-
met1,1680,623,0.280,0.48
met2,1640,36,0.220,0.47
met3,162,3,0.0266,0.046
met4,17,0,0.0131,0.0049
met5,0,-,0,0
==> cell type report <==
type                    instances  area, um2
clock buffers                   6       72.6
clock inverters                 2       35.0
fillers                       385       1760
inverters                      27        105
multi-input cells              97       1190
flip-flops and latches         36        901
well taps                      67       83.8
repair buffers                 75        642
==> cell usage in the layout (no fill, tap or decap), types with 2 or more instances in the layout <==
cell type,instances
buf_8,3
xnor2_1,8
xnor3_1,2
ha_4,12
buf_4,18
nand2_1,15
and2_2,2
inv_2,13
fa_2,7
and2_4,9
clkbuf_8,5
a21o_1,2
dfrtp_1,36
inv_1,13
nand2_2,2
conb_1,7
and2_1,8
fa_1,12
clkdlybuf4s50_1,23
xor2_1,3
buf_2,19
buf_6,7
ha_1,4
==> worst max path at each step <==
stage                 slack [ns]                                 end        from
final                      -2.75  u_mult.a_bigadder.sum[7]$_DFF_PP0_  vctr_in[3]
after global routing       -2.87  u_mult.a_bigadder.sum[7]$_DFF_PP0_  vctr_in[3]
after CTS                  -2.77  u_mult.a_bigadder.sum[7]$_DFF_PP0_  vctr_in[3]
==> what timing repair did <==
action | CTS | global route
gates resized | 114 | 14
pin swaps | 25 | 6
endpoints found under the setup margin | 27 | 11
hold buffers | 0 | 0
buffers inserted | 3 | 0
Power is estimated from default activity; no workload was simulated.
